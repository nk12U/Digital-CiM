### flow/design.v
module cim_core #(
    parameter XIN_BIT_WIDTH = 11,
    parameter MEM_BIT_WIDTH = 8,
    parameter CORE_DOUT_BIT_WIDTH = XIN_BIT_WIDTH + MEM_BIT_WIDTH - 1,  
    parameter MEM_ADR_WIDTH = 2,
    parameter MEM_DEPTH = (1 << MEM_ADR_WIDTH)  
)(
    input                                clk,
    input [MEM_ADR_WIDTH-1:0]            wadr,
    input [MEM_ADR_WIDTH-1:0]            radr,
    input                                encb,
    input                                web,
    input                                reb,
    input [MEM_BIT_WIDTH-1:0]            din,
    input [XIN_BIT_WIDTH-1:0]            xin,
    output reg [CORE_DOUT_BIT_WIDTH-1:0] dout
);
    reg reb_d;
    reg encb_d;
    wire [MEM_BIT_WIDTH-1:0] mem_data;
    wire [CORE_DOUT_BIT_WIDTH-1:0] mac_data;
    sram_1r1w #(
        .MEM_DEPTH(MEM_DEPTH),
        .MEM_BIT_WIDTH(MEM_BIT_WIDTH),
        .MEM_ADR_WIDTH(MEM_ADR_WIDTH)
    ) memory (.clk(clk), .wadr(wadr), .radr(radr), .web(web), .reb(~reb | ~encb), .din(din), .dout(mem_data));
    mult_operator #(
        .XIN_BIT_WIDTH(XIN_BIT_WIDTH),
        .MEM_BIT_WIDTH(MEM_BIT_WIDTH),
        .CORE_DOUT_BIT_WIDTH(CORE_DOUT_BIT_WIDTH)
    ) MAC (.encb(encb_d), .din(mem_data), .xin(xin), .dout(mac_data));
    always @(posedge clk) begin
        reb_d  <= reb;
        encb_d <= encb;
    end
    wire [CORE_DOUT_BIT_WIDTH-1:0] dout_prev;
    assign dout_prev = ~encb_d ? mac_data : ~reb_d ? {{XIN_BIT_WIDTH{1'b0}}, mem_data} : {CORE_DOUT_BIT_WIDTH{1'b0}};
    always @(posedge clk) begin
        dout <= dout_prev;
    end
endmodule
module mult_operator #(
    parameter XIN_BIT_WIDTH = 11,
    parameter MEM_BIT_WIDTH = 8,
    parameter CORE_DOUT_BIT_WIDTH = XIN_BIT_WIDTH + MEM_BIT_WIDTH - 1  
)(
    input encb,
    input [MEM_BIT_WIDTH-1:0] din,
    input [XIN_BIT_WIDTH-1:0] xin,
    output [CORE_DOUT_BIT_WIDTH-1:0] dout
);
    wire sign;
    wire [CORE_DOUT_BIT_WIDTH-2:0] mag;  
    assign mag = din[MEM_BIT_WIDTH-2:0] * xin[XIN_BIT_WIDTH-2:0];
    assign sign = din[MEM_BIT_WIDTH-1] ^ xin[XIN_BIT_WIDTH-1];
    assign dout = ~encb ? {sign, mag} : {CORE_DOUT_BIT_WIDTH{1'd0}};
endmodule
module sram_1r1w #(
    parameter MEM_DEPTH = 4,
    parameter MEM_BIT_WIDTH = 8,
    parameter MEM_ADR_WIDTH = 2
)(
    input                          clk,
    input [MEM_ADR_WIDTH-1:0]      wadr,  
    input [MEM_ADR_WIDTH-1:0]      radr,  
    input                          web,
    input                          reb,
    input [MEM_BIT_WIDTH-1:0]      din,
    output reg [MEM_BIT_WIDTH-1:0] dout
);
    reg [MEM_BIT_WIDTH-1:0] mem [MEM_DEPTH-1:0];  
    always @(posedge clk)
        if (~web)
            mem[wadr] <= din;
    always @(posedge clk)
        if (reb)  dout <= mem[radr];
endmodule
### flow/run.sh
#!/bin/bash
# OpenROAD 26Q1-2900-gdf79404cd8, Yosys 0.63+post, stock flow scripts
make -C /OpenROAD-flow-scripts/flow DESIGN_CONFIG=/design/flow/config.mk WORK_HOME=/design/flow/orfs finish
### flow/config.mk
export PLATFORM = sky130hd
export DESIGN_NAME = cim_core
export DESIGN_NICKNAME = cim_core
export VERILOG_FILES = /design/flow/design.v
export SDC_FILE = /design/flow/constraint.sdc
export NUM_CORES = 4
export LEC_CHECK = 1
export CORE_UTILIZATION = 40
### flow/constraint.sdc
current_design cim_core

set clk_period 9.9
set clk_io_pct 0.2

create_clock -name clk0 -period $clk_period [get_ports {clk}]

set non_clock_inputs [all_inputs -no_clocks]
set_input_delay [expr $clk_period * $clk_io_pct] -clock clk0 $non_clock_inputs
set_output_delay [expr $clk_period * $clk_io_pct] -clock clk0 [all_outputs]
==> flow_metrics.env <==
# yosys + openroad results
export IMPL_status="completed"
export IMPL_core_area_um2=10400
export IMPL_edf_count=40
export IMPL_path_class="in2reg"
export IMPL_top_area_share_pct=27.7
export IMPL_endpoint_kind="register"
export IMPL_use_met2_pct=25.5
export IMPL_finalCritPeriodShare_pct=65.0
export IMPL_finalSetupTns_ns=0
export IMPL_cts_max_path_buffers=2
export IMPL_cts_resized_gates=0
export IMPL_hold_path_class="reg2reg"
export IMPL_finClkSkew_ns=0.00574
export IMPL_drtIter0Drc=139
export IMPL_tightest_slew_ns=0.585
export IMPL_fin_ws_ns=3.46
export IMPL_slew_violations=0
export IMPL_slew_headroom_pct=60.9
export IMPL_vias_per_cell=4.87
export IMPL_grt_use_met1_pct=27.5
export IMPL_die_height_um=106
export IMPL_cts_root_buf="clkbuf_8"
export IMPL_insertion_delay_ns=0.33
export IMPL_synth_avg_cell_area_um2=11.8
export IMPL_synth_cell_types=44
export IMPL_top_cell="and2_1"
export IMPL_routed_wl_um=8290
export IMPL_rrSetupSlack_ns=5.08
export IMPL_cp_start_kind="primary input"
export IMPL_common_cells="54 x and2_1, 47 x inv_1, 40 x edfxtp_1"
export IMPL_ys_warn_count=2
export IMPL_p_leak_nw=2.16
export IMPL_critical_path_arrival_ns=6.65
export IMPL_areaGrowthSynthToFinish_pct=17.0
export IMPL_netlist_top_cell_by_area="edfxtp_1"
export IMPL_power_total_mw=1.24
export IMPL_seqPwrFrac_pct=26.6
export IMPL_antennaDiodeCount=0
export IMPL_netlist_area_um2=4340
export IMPL_die_area_um2=11300
export IMPL_peakVddDrop_mv=0.147
export IMPL_pwr_share_clk_pct=18.8
export IMPL_num_io_pins=45
export IMPL_drive_above_1_share_pct=8.35
export IMPL_warning_count=25
export IMPL_xor_share_pct=1.82
export IMPL_yosys_top_cells_area="edfxtp_1 28%, fa_1 18%, ha_1 10%"
export IMPL_max_cap_violations=0
export IMPL_h_tree_depth=3
export IMPL_cts_sinks=60
export IMPL_cts_made_buffers=9
export IMPL_place_ws_ns=3.16
export IMPL_num_rows=37
export IMPL_grtUsageTotal_pct=17.1
export IMPL_top_logic_kind="adder cells"
export IMPL_holdBufCountCts=0
export IMPL_crit_path_max_fanout=7
export IMPL_async_flop_share_pct=0
export IMPL_ys_ff=60
export IMPL_cts_tree="done"
export IMPL_ys_sh_adder_pct=28.1
export IMPL_synth_seq_share_pct=36.9
export IMPL_synth_area_yosys_um2=4340
export IMPL_cp_required_ns=10.12
export IMPL_simple_gate_share_pct=15.1
export IMPL_grtUsageMet3_pct=4.75
export IMPL_grt_pass1_wl_um=14300
export IMPL_netlist_instances=369
export IMPL_swShare_pct=38.6
export IMPL_fp_util_pct=41.7
export IMPL_synthMuxAreaShare_pct=5.19
export IMPL_io_buffers=44
export IMPL_p_switching_mw=0.479
export IMPL_rsz0062_at_grt="no"
export IMPL_drtAntennaViolNets=0
export IMPL_power_frac_comb_pct=54.6
export IMPL_grt_busiest_layer="met1"
export IMPL_drc=0
export IMPL_clk_pin_slew_ns=0.07
export IMPL_wl_per_cell_um=14.9
export IMPL_final_hold_violation_count=0
export IMPL_fin_crit_ns=6.44
export IMPL_power_per_cell_area_nw_per_um2=244
export IMPL_ys_sh_aoi_pct=6.29
export IMPL_grt_pass1_vias=2906
export IMPL_first_pass_iters=4
export IMPL_setup_viol_count_final=0
export IMPL_grt_overflow_total=0
export IMPL_globalplace_congestion=0.876
export IMPL_vias=2704
export IMPL_post_cts_setup_buffer_count=0
export IMPL_die_width_um=106
export IMPL_synthFlopType="edfxtp_1"
export IMPL_fmaxAchievable_mhz=155
export IMPL_ys_cells=369
export IMPL_antenna_found_initial=0
export IMPL_p_int_mw=0.761
export IMPL_grt_start_max_net_pins=31
export IMPL_place_detailed_hpwl_um=6390
==> cell usage in the layout (no fill, tap or decap), types with 3 or more instances in the layout <==
cell type        instances
a21o_1                   3
a21oi_1                  8
a31oi_1                  3
and2_1                  54
buf_4                    4
clkbuf_8                 9
clkdlybuf4s50_1         44
dfxtp_1                 20
edfxtp_1                40
fa_1                    39
ha_1                    35
inv_1                   47
mux2_2                   3
mux4_2                   8
nand2_1                 20
nand3b_1                 7
nand4_1                  4
nor2_1                  11
nor2b_1                  4
nor3_1                   4
o21ai_0                  9
o21bai_1                 4
xnor2_1                  5
xor2_1                   4
==> power by group through the flow <==
stage                 Sequential (mW)  Combinational [mW]  Clock, mW
after CTS                       0.330               0.680      0.238
after global routing            0.334               0.769      0.250
final                           0.329               0.677      0.233
==> layer usage <==
metal | wire [um] | share of wire (%) | up-vias
met2 | 3710 | 45 | 70
met1 | 3950 | 48 | 1294
met5 | 0 | 0 | -
li1 | - | - | 1331
met3 | 551 | 6.6 | 9
met4 | 71 | 0.86 | 0
==> final timing paths <==
check | startpoint | to | cells past startpoint
setup / recovery | xin[5] | dout[12] | 16
hold / removal | memory.dout[7] | dout[7] | 2
setup reg to reg | memory.dout[2] | dout[12] | 15
hold reg to reg | memory.dout[7] | dout[7] | 2
==> cell families (layout without fill, tap and decap cells) <==
| family | after synthesis | in the layout |
|---|---|---|
| muxes | 12 | 12 |
| buffers and inverters | 61 | 111 |
| adders and majority gates | 74 | 74 |
| and+or+nand+nor | 113 | 113 |
| xor gates and xnor gates | 9 | 9 |
| AOI/OAI and AO/OA | 40 | 40 |
| DFF | 60 | 60 |
==> cell type report <==
cell class	instances	area, um2
Multi-Input combinational cell	248	2450
Clock inverter	5	76.3
Sequential cell	60	1600
Timing Repair Buffer	48	470
Inverter	47	176
Tap cell	136	170
Fill cell	947	5340
Clock buffer	11	131
==> state kept, by name, summed over array words and instances, names as in the netlist <==
name	cells
encb_d	1
reb_d	1
memory.dout	8
dout	18
memory.mem	32
==> through the flow <==
step	instances	cell area [um2]	hold slack [ns]	util (%)
2_1_floorplan	369	4340	0.473	-
3_3_place_gp	539	4870	0.575	46.7
3_5_place_dp	539	4870	0.572	46.7
4_1_cts	555	5080	0.589	48.7
5_1_grt	555	5080	0.634	48.7
6_report	555	5080	0.570	48.7
==> worst max-delay path, stage by stage <==
cell	delay, ns
clkdlybuf4s50_1	0.51
and2_1	0.23
fa_1	0.54
inv_1	0.06
fa_1	0.52
inv_1	0.05
fa_1	0.48
inv_1	0.05
fa_1	0.47
inv_1	0.04
ha_1	0.37
a21o_2	0.25
a311oi_2	0.36
nor2_1	0.09
a311oi_1	0.29
mux2_1	0.35
No activity file was given, so power comes from the tool's default toggle rates.
